==> ./run.sh <==
#!/bin/bash
# OpenROAD 26Q1-2900-gdf79404cd8, Yosys 0.63+post, stock flow scripts
make -C /OpenROAD-flow-scripts/flow DESIGN_CONFIG=/design/flow/config.mk WORK_HOME=/design/flow/orfs finish
==> ./config.mk <==
export PLATFORM = sky130hd
export DESIGN_NAME = cmd_pro
export DESIGN_NICKNAME = cmd_pro
export VERILOG_FILES = /design/flow/design.v
export SDC_FILE = /design/flow/constraint.sdc
export NUM_CORES = 4
export LEC_CHECK = 1
export CORE_UTILIZATION = 50
==> ./constraint.sdc <==
current_design cmd_pro

set clk_period 6.0
set clk_io_pct 0.2

create_clock -name clk0 -period $clk_period [get_ports {clk}]

set non_clock_inputs [all_inputs -no_clocks]
set_input_delay [expr $clk_period * $clk_io_pct] -clock clk0 $non_clock_inputs
set_output_delay [expr $clk_period * $clk_io_pct] -clock clk0 [all_outputs]
==> ./design.v <==
module cmd_pro(
clk,
res,
din_pro,
en_din_pro,
dout_pro,
en_dout_pro,
rdy
);
input clk,res;
input[7:0] din_pro; 
input en_din_pro; 
output[7:0] dout_pro; 
output en_dout_pro; 
input rdy; 
reg[3:0] state; 
reg[7:0] cmd_reg,A_reg,B_reg; 
parameter add_ab=8'h0a; 
parameter sub_ab=8'h0b;
parameter and_ab=8'h0c;
parameter or_ab=8'h0d;
reg[7:0] dout_pro;
reg en_dout_pro;
always@(posedge clk or  negedge res)
if(~res)begin
	state<=0;cmd_reg<=0;A_reg<=0;B_reg<=0;
	dout_pro<=0;en_dout_pro<=0;
end
else begin
	case(state)
	0: 
	begin
		en_dout_pro<=0;
		if(en_din_pro)begin
			cmd_reg<=din_pro;
			state<=1;
		end
	end
	1: 
	begin
		if(en_din_pro)begin
			A_reg<=din_pro;
			state<=2;
		end
	end
	2: 
	begin
		if(en_din_pro)begin
			B_reg<=din_pro;
			state<=3;
		end
	end
	3: 
	begin
	state<=4; 
		case(cmd_reg)
		add_ab:begin dout_pro=A_reg+B_reg;end
		sub_ab:begin dout_pro=A_reg-B_reg;end		
		and_ab:begin dout_pro=A_reg&B_reg;end
		or_ab:begin  dout_pro=A_reg|B_reg;end
		endcase
	end
	4: 
	begin
	 if(~rdy)begin
		en_dout_pro<=1; 
		state<=0;
	 end
	end
	default:
	begin
		en_dout_pro<=0;
		state<=0;
	end
	endcase
end
endmodule
==> out/results.txt <==
Clock Tree Buf Depth: 2
RSZ-0062 raised after global routing: false
final setup violation count: 0
Cell Rows: 23
DR pass1 iterations: 4
wire per inst: 15.0 um
Post-Syn Area per Cell: 10.8 um2
WHS Path Cells: 2
largest net degree at the start of global routing: 39
worst stage delay on the critical path: 0.62 ns
gpl congestion: 0.848
number of buffers created by CTS: 5
CTS hold repair buffers: 0
Pwr Density: 586 mW/mm2
hpwl dp: 3000 um
final hold slack: 0.484 ns
cell family with most CP delay: AND-OR/OR-AND gates
clk latency late pin: 0.28 ns
GRT Residual Overflow: 0
top layer reached by signal wires: met4
Cells after Synth: 195
Final Skew: 0.00776 ns
Post-synth regs: 38
outcome: completed
Hold WC Path Type: flip-flop to flip-flop
die height: 66.8 um
Final Max Tran Viols: 0
worst reg2reg endpoint: dout_pro[6]$_DFFE_PN0P_
layout cells sized above 1: 0.178
crit end category: flip-flop
post-cts sizing count: 0
Area growth syn-to-layout: 16.6%
die x size: 66.8 um
Routed WL: 4050 um
cycle use final: 0.465
crit path cell chain: and3b_1, and3_1, a21oi_1, xnor2_1, ha_1, a21o_1, a221oi_1, xnor2_1, a21oi_1, a21oi_1
worst r2r src: cmd_reg[0]$_DFFE_PN0P_
Comb power frac: 0.502
CTS tree: built
clock period minus worst slack: 2.79 ns
synthesis warning total: 1
setup slack, reg-to-reg: 3.21 ns
VDD IR-drop max: 0.000246 V
Final Hold Viols: 0
DRC viols: 0
CTS Sinks: 38
worst hold start: state[0]$_DFF_PN1_
max_cap viols: 0
Post-Syn Area: 0.00210 mm2
Fmax: 0.359 GHz
yosys cell count: 195
Tool Warnings: 28
Hold EP: state[0]$_DFF_PN1_
total core area: 0.00403 mm2
met3 routed WL: 187 um
NetSw: 549 uW
Root Buffer: clkbuf_8
Int Power: 884 uW
yosys stat area: 0.00210 mm2
CP max FO: 16
crit start category: flip-flop
vias in the first global route: 1433
Pwr Total: 1.43 mW
Netlist cell types: 34
Worst-Margin Slew: 0.531 ns
combinational gate area: 0.00106 mm2
Reg area: 952 um2
filler instances: 330
Total Routing Usage GR: 0.216
Buf/Inv on CP: 0
Setup CP Type: flip-flop to flip-flop
relative slew slack: 0.644
DR vias: 1501
crit-path most repeated cell: a21oi_1
Detail Route met2 WL: 1910 um
clock-pin slew on the worst setup and hold paths: 0.07 ns
I/O Pins: 21
initial antenna violation count: 0
Arr. time, crit path: 3.00 ns
DRT iter0 DRCs: 70
R2R depth: 10
routed vias/inst: 5.58
chip area: 0.00446 mm2
clock share of power: 0.154
postcts setup bufs: 0
Seq share, synth: 0.454
WP data required: 6.21 ns
H-Tree Depth: 2
fp_density: 0.521
ant diodes: 0
leakage: 1.06 nW
CP max-delay cell: dfrtp_1
setup TNS: 0 ns
Met1 Wirelength: 1930 um
antenna-violating nets left: 0
global-route wire length before repair: 6870 um
sequential power share: 0.344
Sw Share: 0.383
Port Buffer Count: 20
-- logic make-up (layout without fill, tap and decap cells) --
family                     count (synthesis)  count (layout)  synth area share
AOI/OAI and AO/OA                         45              45             0.119
adders and majority gates                 12              12            0.0739
xor gates and xnor gates                  11              11            0.0459
buffers and inverters                     17              41            0.0394
and+or+nand+nor                           44              44             0.120
muxes                                     28              28             0.148
DFF                                       38              38             0.454
-- worst register-to-register path: cells and delay by family, from the launching register on --
family | cells | cell delay [ns]
AOI/OAI and AO/OA | 5 | 0.89
adders and majority gates | 1 | 0.35
and+or+nand+nor | 2 | 0.55
xor gates and xnor gates | 2 | 0.30
DFF | 1 | 0.62
-- cell usage in the layout, fill, tap and decap left out, drive strengths merged, types with 3 or more instances in the layout --
| master | count |
|---|---|
| dfrtp | 37 |
| mux2 | 24 |
| a21oi | 22 |
| clkdlybuf4s50 | 19 |
| o21ai | 14 |
| nand2 | 13 |
| inv | 11 |
| ha | 10 |
| nor2 | 9 |
| xnor2 | 8 |
| clkbuf | 7 |
| mux2i | 4 |
| and3 | 3 |
| nor3 | 3 |
| a21o | 3 |
| nand3 | 3 |
| xor2 | 3 |
| buf | 3 |
-- how the worst max path moves through the flow --
stage,startpoint,endpoint,cells past startpoint
CTS,cmd_reg[0]$_DFFE_PN0P_,dout_pro[6]$_DFFE_PN0P_,10
global route,cmd_reg[0]$_DFFE_PN0P_,dout_pro[6]$_DFFE_PN0P_,10
finish,cmd_reg[0]$_DFFE_PN0P_,dout_pro[6]$_DFFE_PN0P_,10
-- metal layers --
metal / GRT usage / vias to the layer above
li1: - / 729
met1: 0.351 / 729
met2: 0.327 / 41
met3: 0.0382 / 2
met4: 0.0213 / 0
met5: 0 / -
-- power by group through the flow --
stage         combinational, mW  sequential (mW)  clock [mW]
finish                    0.719            0.493       0.221
global route              0.813            0.514       0.241
CTS                       0.723            0.494       0.230
-- area by class of cell --
| type | instances | area share |
|---|---|---|
| Clock buffer | 7 | 0.0353 |
| Timing Repair Buffer | 22 | 0.0859 |
| Clock inverter | 1 | 0.0123 |
| Tap cell | 50 | 0.0256 |
| Sequential cell | 38 | 0.389 |
| Multi-Input combinational cell | 140 | 0.435 |
| Inverter | 11 | 0.0169 |
-- cells in the mapped netlist --
cell       n  area, um2
a211oi_2   1       12.5
a21o_1     3       22.5
a21oi_1   22        110
a221oi_1   1       8.76
a31oi_1    2       12.5
and3_1     3       18.8
and3b_1    2       17.5
buf_4      1       7.51
buf_6      2       22.5
clkbuf_1   3       11.3
dfrtp_1   37        926
dfstp_2    1       26.3
fa_1       1       20.0
ha_1      10        125
inv_1     11       41.3
maj3_1     1       10.0
mux2_2    24        270
mux2i_1    4       40.0
nand2_1   13       48.8
nand2b_1   2       12.5
nand3_1    3       15.0
nand3b_1   2       15.0
nand4_1    1       6.26
nand4b_1   2       17.5
nor2_1     9       33.8
nor3_1     3       15.0
nor3b_2    1       12.5
nor4_4     1       21.3
o21ai_0   14       70.1
o22ai_1    2       12.5
or2b_1     1       7.51
or3_4      1       11.3
xnor2_1    8       70.1
xor2_1     3       26.3
-- metrics by stage --
stage                      util  instance area (um2)  setup slack [ns]  instances
final                     0.607                 2450              3.21        269
after global routing      0.607                 2450              3.00        269
after CTS                 0.607                 2450              3.22        269
after detailed placement  0.578                 2330              3.25        261
after global placement    0.578                 2330              3.32        261
after floorplan               -                 2100              3.52        195
Power and IR drop assume default switching activity.
